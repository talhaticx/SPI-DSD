==> flow/design.v <==
module fsm (
    input  logic clk,         
    input  logic reset,       
    input  logic done,        
    output logic [2:0] data_select,   
    output logic transfer,            
    output logic receive,             
    output logic cs,                  
    output logic byte_reset           
);
    typedef enum logic [2:0] {
        POWER_UP_DELAY,       
        SOFT_RST,             
        MEASUREMENT_MODE,     
        IDLE,                 
        SEND,                 
        RECEIVE,              
        CS_HIGH               
    } state_t;
    state_t current_state, next_state;
    logic [15:0] powerup_counter;   
    logic [2:0] cs_delay_counter;   
    parameter CS_DELAY = 3;         
    always_ff @(posedge clk or posedge reset) begin
        if (reset) begin
            current_state <= POWER_UP_DELAY;
            powerup_counter <= 0;
        end else begin
            current_state <= next_state;
            if (current_state == POWER_UP_DELAY)
                powerup_counter <= powerup_counter + 1;
            else
                powerup_counter <= 0;
            if (current_state == CS_HIGH)
                cs_delay_counter <= cs_delay_counter + 1;
            else
                cs_delay_counter <= 0;
        end
    end
    always_comb begin
        next_state = current_state;
        case (current_state)
            POWER_UP_DELAY: begin
                if (powerup_counter >= 30_000)
                    next_state = SOFT_RST;
            end
            SOFT_RST: begin
                if (done)
                    next_state = CS_HIGH;
            end
            MEASUREMENT_MODE: begin
                if (done)
                    next_state = CS_HIGH;
            end
            IDLE: begin
                next_state = SEND;
            end
            SEND: begin
                if (done)
                    next_state = RECEIVE;
            end
            RECEIVE: begin
                if (done)
                    next_state = CS_HIGH;
            end
            CS_HIGH: begin
                if (cs_delay_counter >= CS_DELAY) begin
                    case (current_state)
                        POWER_UP_DELAY: next_state = SOFT_RST;
                        SOFT_RST:       next_state = MEASUREMENT_MODE;
                        MEASUREMENT_MODE: next_state = IDLE;
                        IDLE:          next_state = SEND;
                        SEND:          next_state = RECEIVE;
                        RECEIVE:       next_state = SEND;
                        default:       next_state = IDLE;
                    endcase
                end
            end
        endcase
    end
    always_comb begin
        data_select = 3'b000;
        transfer = 0;
        receive = 0;
        cs = 1;          
        byte_reset = 0;
        case (current_state)
            SOFT_RST: begin
                data_select = 3'b011;  
                transfer = 1;
                cs = 0;
            end
            MEASUREMENT_MODE: begin
                data_select = 3'b001;  
                transfer = 1;
                cs = 0;
            end
            SEND: begin
                data_select = 3'b010;  
                transfer = 1;
                cs = 0;
            end
            RECEIVE: begin
                data_select = 3'b000;  
                transfer = 1;
                receive = 1;
                cs = 0;
            end
            CS_HIGH: begin
                byte_reset = 1;        
            end
            default: begin
            end
        endcase
    end
endmodule
==> flow/run.sh <==
#!/bin/bash
# OpenROAD 26Q1-2900-gdf79404cd8, Yosys 0.63+post, stock flow scripts
make -C /OpenROAD-flow-scripts/flow DESIGN_CONFIG=/design/flow/config.mk WORK_HOME=/design/flow/orfs finish
==> flow/config.mk <==
export PLATFORM = sky130hd
export DESIGN_NAME = fsm
export DESIGN_NICKNAME = fsm
export VERILOG_FILES = /design/flow/design.v
export SDC_FILE = /design/flow/constraint.sdc
export NUM_CORES = 4
export LEC_CHECK = 1
export CORE_AREA = 10 10 93 93
export DIE_AREA = 0 0 103 103
==> flow/constraint.sdc <==
current_design fsm

set clk_period 2.0
set clk_io_pct 0.2

create_clock -name clk0 -period $clk_period [get_ports {clk}]

set non_clock_inputs [all_inputs -no_clocks]
set_input_delay [expr $clk_period * $clk_io_pct] -clock clk0 $non_clock_inputs
set_output_delay [expr $clk_period * $clk_io_pct] -clock clk0 [all_outputs]
==> out/metrics.cfg <==
[status]
status=complete, no violations

[clock_network]
clkTransAtPathRegs_ns=0.09
cts_made_buffers=3
cts_htree_levels=1
cts_tree=done
ctsLongestPathBuffers=2
root_buffer=clkbuf_8
ctsHoldBuffers=0
clkSinkCount=25
clk_latency_ns=0.27

[global_route]
grt_usage_pct=4.042
grt_max_degree=23
grt_pass1_vias=805
overflow=0
grt_first_pass_wirelength_microns=3512
antenna_found_initial=0

[sta]
rsz0062_at_grt=false
slew_viol_final=0
final.setup.tns_ns=0
finalClockPeriodUsage_pct=94.17
hold_viol=0
timing.fmax_ghz=0.5310
fin_skew_ns=0.001068
finalSetupViolCount=0
period_minus_slack_ns=1.883

[floorplan]
core_sq_mm=0.006756
initial_core_util_pct=18.69
die_width_microns=103
fp-row-count=30
die_h_microns=103
die_area_sq_mm=0.01061
ioPinCount=10

[route]
wirelength_microns=2005
num_vias=783
antenna_cells=0
drt_iter0_drc=35
wl_per_cell_microns=9.828
route.detailed.drc=0
drt_pre_antenna_iters=3
dr_wl_met3_microns=126
viasPerCell=3.838
dr_wl_met2_microns=815
wl_met1_microns=1063
drtAntennaViolNets=0
dr.max_layer_used=met3

[cells_and_area]
final_cell_mix=dfrtp_1 (21), and2_1 (14), nand2_1 (9), xnor2_1 (9), clkdlybuf4s50_1 (7)
finalInstanceArea_sq_mm=0.001478
lay_top_count=dfrtp_1
fin_util_pct=21.87
syn2layout_area_growth_pct=17.05
layout-drive-gt1-share_pct=15.32

[worst_setup_path]
path_class=flip-flop to output port
cp_max_fo=4
start_kind=flip-flop
critPathCaptureType=output port
required_ns=1.60
critPathArrivalTime_ns=1.48

[pwr]
vdd_drop_max_uv=288.9
p_leak_uw=0.0006561
p_per_area_mw_per_mm2=754.5

[placed_design]
dp_hpwl_microns=1395
place.gp.congestion=0.7438
place_area_sq_mm=0.001424
portBuffers=8

[synthesis]
syn_avg_cell_area_sq_um=10.98
synth_seq_share_pct=50.84
mux_share_pct=3.271
syn-cell-area_sq_mm=0.001262
ys.warnings.count=1
yosys_cells=115
ys_area_sq_mm=0.001262
topCombFamilyByArea=simple AND/OR/NAND/NOR gates
ys_ff=25
synth_cells=115
synth-xor-area-share_pct=6.938
simple_gate_area_share_pct=25.97
synthAoiAreaFrac_pct=4.856
synth_adder_area_share_pct=3.964
yosysUniqueCellTypes=35

[job]
cap_violations=0
warnings=27

[worst_hold_path]
hold_class=flip-flop to flip-flop

==> cell usage after synthesis <==
cell	count	area share, %
conb_1	1	0.30
nand4_1	2	0.99
buf_4	1	0.59
mux2i_1	3	2.4
xnor2_1	9	6.2
nor3_1	1	0.40
nand2b_1	4	2.0
and4_4	3	2.7
dfrtp_1	21	42
a22o_1	1	0.69
ha_1	4	4.0
clkbuf_1	2	0.59
a21o_1	1	0.59
and2_4	2	1.4
buf_6	1	0.89
a211oi_1	1	0.59
o21ai_0	1	0.40
and3_1	1	0.50
nand3_1	4	1.6
nand3_2	2	1.6
a21oi_1	2	0.79
nor2_1	1	0.30
or3_1	1	0.50
nor2b_1	5	2.5
mux2_2	1	0.89
nand2_1	9	2.7
xor2_1	1	0.69
or2_2	2	0.99
edfxtp_1	3	7.1
inv_1	6	1.8
o31ai_1	2	1.2
o211ai_1	1	0.59
nand4_2	1	0.99
dfstp_2	1	2.1
and2_1	14	6.9
==> cells by family (layout without fill, tap and decap cells) <==
kind of cell	count (synthesis)	count (layout)
xor+xnor	10	10
fa+ha+maj	4	4
flops	25	25
simple gates	52	52
compound gates	9	9
mux	4	4
other cells	1	1
buf+inv	10	19
==> area by class of cell <==
| class | count | area (sq um) |
|---|---|---|
| clock inverter | 1 | 5.005 |
| clock buffer | 3 | 41.29 |
| inverter | 6 | 22.52 |
| timing repair buffer | 9 | 90.09 |
| tap | 80 | 100.1 |
| fill | 726 | 5279 |
| sequential | 25 | 641.9 |
| multi-input combinational | 80 | 576.8 |
==> flip-flops by register name, summed over array words and instances (netlist names), named ones only <==
| register | cells |
|---|---|
| powerup_counter | 16 |
| cs_delay_counter | 3 |
| current_state | 5 |
==> path summary, 6_finish.rpt <==
kind,start,end,slack (ns),cells after the start
min in group asynchronous,reset,powerup_counter[7]$_DFF_PP0_,0.61,3
min reg2reg,current_state[5]$_DFF_PP0_,current_state[1]$_DFF_PP0_,0.44,1
max reg2reg,powerup_counter[5]$_DFF_PP0_,current_state[3]$_DFF_PP0_,0.68,4
max,current_state[1]$_DFF_PP0_,transfer,0.12,2
max in group asynchronous,reset,current_state[0]$_DFF_PP1_,1.11,3
min,current_state[5]$_DFF_PP0_,current_state[1]$_DFF_PP0_,0.44,1
==> timing repair <==
action | CTS | global route
endpoints found under the setup margin | 0 | 1
buffers inserted | 0 | 0
resized | 0 | 3
endpoints found under the hold margin | 0 | 0
==> worst max-delay path, stage by stage, from the launching register on <==
cell             delay, ns
dfrtp_1               0.41
or3_4                 0.40
clkdlybuf4s50_1       0.41
==> layer usage <==
metal,vias to the layer above,track usage (%)
met2,12,6.436
met1,371,5.194
met4,0,0.3209
met5,-,0
li1,400,-
met3,0,1.760
==> stage by stage <==
stage / setup slack, ns / instances / hold WS [ns] / power (uW)
after global placement: 0.3280 / 200 / 0.4293 / 819.2
after detailed placement: 0.3108 / 200 / 0.4233 / 823.9
after floorplan: 0.6990 / 115 / 0.4044 / 672.4
after global routing: 0.06440 / 204 / 0.4671 / 1180
after CTS: 0.005982 / 204 / 0.4440 / 1126
final: 0.1167 / 204 / 0.4386 / 1115
==> where the power goes <==
part | internal [uW] | switching [uW] | total, uW | leakage (uW)
Sequential | 563 | 36.1 | 599 | 0.000333
Clock | 139 | 159 | 299 | 0.0000255
Combinational | 161 | 56.0 | 218 | 0.000297
Total | 864 | 251 | 1110 | 0.000656
Power is estimated from default activity; no workload was simulated.
