### ./config.mk
export PLATFORM = sky130hd
export DESIGN_NAME = freq_div
export DESIGN_NICKNAME = freq_div
export VERILOG_FILES = /design/flow/design.v
export SDC_FILE = /design/flow/constraint.sdc
export NUM_CORES = 4
export LEC_CHECK = 1
export CORE_AREA = 10 10 74 74
export DIE_AREA = 0 0 84 84
### ./run.sh
#!/bin/bash
# OpenROAD 26Q1-2900-gdf79404cd8, Yosys 0.63+post, stock flow scripts
make -C /OpenROAD-flow-scripts/flow DESIGN_CONFIG=/design/flow/config.mk WORK_HOME=/design/flow/orfs finish
### ./design.v
module freq_div (
    input logic clk,      
    input logic rst,      
    output logic clk_out  
);
    logic [16:0] count = 0;  
    always_ff @(posedge clk) begin
        if (rst) begin
            count <= 0;
            clk_out <= 0;
        end 
        else if (count == 499) begin  
            count <= 0;
            clk_out <= ~clk_out;  
        end 
        else begin
            count <= count + 1;
        end
    end
endmodule
### ./constraint.sdc
current_design freq_div

set clk_period 2.3
set clk_io_pct 0.2

create_clock -name clk0 -period $clk_period [get_ports {clk}]

set non_clock_inputs [all_inputs -no_clocks]
set_input_delay [expr $clk_period * $clk_io_pct] -clock clk0 $non_clock_inputs
set_output_delay [expr $clk_period * $clk_io_pct] -clock clk0 [all_outputs]
==> results.json <==
{
  "critPathSlowestCell": "dfxtp_1",
  "worstPathArrival_ns": 1.79,
  "worst_setup_path_end_kind": "flip-flop",
  "num-fill-cells": 420,
  "post-synth-top-area-cell": "dfxtp_1",
  "detail_route.drc_violations": 0,
  "setup-tns-final_ns": 0,
  "setup_crit_start_kind": "flip-flop",
  "critical_path_buf_inv_count": 1,
  "yosysCellCount": 92,
  "routed_wirelength_um": 1520,
  "postPlaceCellArea_um2": 947,
  "number_of_antenna_violations_at_the_first_check_in_global_routing": 0,
  "die-area_um2": 7060,
  "required_ns": 2.42,
  "placeableCoreArea_um2": 3970,
  "period_used_pct": 72.4,
  "finalHoldViolations": 0,
  "skew_ns": 0.00110,
  "run_status": "finished clean",
  "synth.area.top_cells": "dfxtp_1, xor2_1, nor2_1, xnor2_1, nor4_2",
  "ys.flops": 18,
  "timing.fmax_ghz": 0.601,
  "grt_remaining_overflow": 0,
  "final_cell_area_um2": 988,
  "cap_violations": 0,
  "total_switching_power_w": 0.000113,
  "first_pass_grt_wire_length_um": 2800,
  "timing.slew.headroom_pct": 72.7,
  "cp_slowest_stage_delay_ns": 0.41,
  "number_of_cells_upsized_or_downsized_after_cts": 0,
  "synth_top_area_share_pct": 40.8,
  "cts.reportedPaths.clkPinSlew_ns": 0.06,
  "intPower_w": 0.000443,
  "synth-warning-count": 1,
  "worst_slew_pin_slew_ns": 0.409,
  "post_synth_num_cell_types": 24,
  "layout-area-overhead-vs-synth_pct": 11.9,
  "synth.yosys.seq_area_share_pct": 40.8,
  "asyncSetResetFlopFracSynth_pct": 0,
  "fin_crit_ns": 1.66,
  "place.port_buffers": 2,
  "synthesized_instance_count": 92,
  "drv_slew": 0,
  "drt_iter0_drc": 41,
  "static_leakage_nw": 0.324,
  "ys_chip_area_um2": 883,
  "reg2reg_setup_slack_ns": 0.64,
  "power.share.sequential_pct": 58.2,
  "hold_path_class": "reg -> reg",
  "die_h_um": 84,
  "setup_viol": 0,
  "route.vias.total": 632,
  "top_level_pins": 3,
  "criticalPathCategory": "reg -> reg",
  "ir_drop_mv": 0.143,
  "htree_num_levels": 1,
  "largest_net_degree_at_the_start_of_global_routing": 18,
  "initial_core_util_pct": 22.2,
  "gpl_congestion": 0.864,
  "cts.hold.buffers_added": 0,
  "hpwl_um": 1120,
  "synth.cell_area_um2": 883,
  "sinks_on_the_clock_net": 18,
  "tool_warnings": 26,
  "clk-insertion-delay-late_ns": 0.25,
  "post-cts-setup-buffers": 0,
  "crit_fanout": 17,
  "syn-mean-instance-area_um2": 9.60,
  "diodes": 0,
  "drtPass1Iterations": 4,
  "cts.path.max_buffers": 2,
  "final_layout_size_suffix_gt1_share_pct": 11.6,
  "timing.critical_path.cells": "ha_1 > inv_1 > or3_1 > o21bai_4 > nor2_1",
  "synth-main-ff-cell": "dfxtp_1",
  "route.antenna.remaining_nets": 0,
  "common_cells": "dfxtp_1, nor2_1, xor2_1",
  "crit_family": "simple AND/OR/NAND/NOR gates",
  "first_global_vias": 619,
  "core.rowCount": 23,
  "enable_flop_cells": 0,
  "vias_per_cell": 4.36,
  "power_per_cell_area_nw_per_um2": 562,
  "tritoncts": "built",
  "unrepaired_setup_endpoints_after_global_routing": "no",
  "grt.total_usage_pct": 4.55,
  "power_frac_comb_pct": 4.4,
  "switching_share_pct": 20.2,
  "die_w_um": 84,
  "wire_per_inst_um": 10.5,
  "clock_power_share_pct": 37.4,
  "clock_tree.root_cell": "clkbuf_8",
  "cts-buffers-inserted": 3
}
==> cell families (layout without fill, tap and decap cells) <==
kind of cell | Yosys count | after routing | share of synthesized area [%]
compound gates | 3 | 3 | 3.26
xor+xnor | 15 | 15 | 14.9
fa+ha+maj | 2 | 2 | 2.83
buf+inv | 4 | 7 | 2.98
flops | 18 | 18 | 40.8
simple gates | 50 | 50 | 35.3
==> metrics by stage <==
step                hold slack [ns]  std cells  total power [W]  utilization (%)  setup slack, ns
global placement              0.470        142         0.000354             23.8            0.692
global route                  0.534        145         0.000581             24.9            0.494
finish                        0.491        145         0.000556             24.9            0.635
floorplan                     0.439         92         0.000351                -            0.773
detailed placement            0.483        142         0.000355             23.8            0.644
CTS                           0.495        145         0.000563             24.9            0.625
==> power by group through the flow <==
stage                 combinational [W]  sequential, W  clock [W]
after CTS                     0.0000249       0.000323   0.000215
after global routing          0.0000271       0.000324   0.000229
final                         0.0000244       0.000323   0.000208
==> worst register-to-register path, cell delays in order, from the launching register on <==
cell and delay (ns):
dfxtp_1 0.41, ha_1 0.19, inv_1 0.07, or3_1 0.37, o21bai_4 0.39, nor2_1 0.10
==> sequential cells by signal, indices dropped and copies added (netlist names) <==
signal   count
clk_out      1
count       17
==> cell type report <==
cell class	instances	area, um^2	share of cell area (%)
multi-input cells	70	497	50.3
flip-flops and latches	18	360	36.5
well taps	50	62.6	6.33
clock buffers	3	41.3	4.18
repair buffers	2	20.0	2.03
inverters	2	7.51	0.759
==> per-layer routing <==
metal / track usage, % / wire, um
met1: 5.85 / 755
met2: 7.46 / 683
met3: 1.38 / 61
met4: 0.609 / 19
met5: 0 / 0
==> layout by cell type (no fill, tap or decap) <==
master           count
or3_1                2
nor2_1              18
nand4_2              1
nor4_2               4
o21ai_0              1
clkdlybuf4s50_1      2
a21oi_1              1
nand2_1              3
nor4_1               1
inv_1                2
nand4b_2             1
xnor2_1              7
clkbuf_8             3
and2_1               1
dfxtp_1             18
nor3_1               1
xor2_1               8
nand3_1              6
ha_1                 2
and3_1               2
o21bai_4             1
nand4_1              7
nor4_4               1
and4_1               2
==> worst paths after layout <==
path | startpoint | end | cells past startpoint
worst min-delay path | clk_out$_SDFFE_PP0N_ | clk_out$_SDFFE_PP0N_ | 2
worst min register to register | clk_out$_SDFFE_PP0N_ | clk_out$_SDFFE_PP0N_ | 2
worst max register to register | count[0]$_SDFF_PP0_ | count[13]$_SDFF_PP0_ | 5
worst max-delay path | count[0]$_SDFF_PP0_ | count[13]$_SDFF_PP0_ | 5
No activity file was given, so power comes from the tool's default toggle rates.
