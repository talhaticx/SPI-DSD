==> design.v <==
module seven_seg_8bit_display (
    input  logic signed [7:0] data_in,    
    output logic [6:0] seg_high,          
    output logic [6:0] seg_low,           
    output logic       dp_high            
);
    logic [6:0] digit_map [0:9];          
    logic [6:0] tens_seg, units_seg;
    logic signed [7:0] abs_val;
    logic [6:0] tens, units;
    logic is_neg;
    always_comb begin
        digit_map[0] = 7'b1000000;
        digit_map[1] = 7'b1111001;
        digit_map[2] = 7'b0100100;
        digit_map[3] = 7'b0110000;
        digit_map[4] = 7'b0011001;
        digit_map[5] = 7'b0010010;
        digit_map[6] = 7'b0000010;
        digit_map[7] = 7'b1111000;
        digit_map[8] = 7'b0000000;
        digit_map[9] = 7'b0010000;
    end
    always_comb begin
        logic signed [7:0] val;
        if (data_in > 99)
            val = 99;
        else if (data_in < -99)
            val = -99;
        else
            val = data_in;
        is_neg  = val < 0;
        abs_val = is_neg ? -val : val;
        tens  = abs_val / 10;
        units = abs_val % 10;
        seg_high = digit_map[tens];
        seg_low  = digit_map[units];
        dp_high = is_neg ? 1'b1 : 1'b0;
    end
endmodule
==> run.sh <==
#!/bin/bash
# OpenROAD 26Q1-2900-gdf79404cd8, Yosys 0.63+post, stock flow scripts
make -C /OpenROAD-flow-scripts/flow DESIGN_CONFIG=/design/flow/config.mk WORK_HOME=/design/flow/orfs finish
==> config.mk <==
export PLATFORM = sky130hd
export DESIGN_NAME = seven_seg_8bit_display
export DESIGN_NICKNAME = seven_seg_8bit_display
export VERILOG_FILES = /design/flow/design.v
export SDC_FILE = /design/flow/constraint.sdc
export NUM_CORES = 4
export LEC_CHECK = 1
export CORE_AREA = 10 10 86 86
export DIE_AREA = 0 0 96 96
==> constraint.sdc <==
current_design seven_seg_8bit_display

set clk_period 8.1
set clk_io_pct 0.2

create_clock -name clk0 -period $clk_period

set non_clock_inputs [all_inputs -no_clocks]
set_input_delay [expr $clk_period * $clk_io_pct] -clock clk0 $non_clock_inputs
set_output_delay [expr $clk_period * $clk_io_pct] -clock clk0 [all_outputs]
==> impl_metrics.sql <==
-- load yosys + openroad results
INSERT INTO impl_metrics (metric_group, metric, value, unit) VALUES
('run_status', 'outcome', 'complete, but fails checks', ''),
('run_status', 'failed_checks', 'negative setup slack', ''),
('grt', 'grt_use_total', '0.122', ''),
('synth', 'synthesis.area', '0.00152', 'mm^2'),
('final_timing', 'maxSlewHeadroom', '0.508', ''),
('floorplanning', 'fp.coreArea', '0.00554', 'mm^2'),
('pwr', 'fin_total_pwr', '817', 'uW'),
('final_timing', 'setup_slack', '-0.174', 'ns'),
('setup_path', 'cp_max_fo', '4', ''),
('grt', 'globalRouteOverflowTotal', '0', ''),
('final_timing', 'final-hold-violation-count', '0', ''),
('synth', 'synthTopCellsByCount', 'sky130_fd_sc_hd__nor2_1 (23), sky130_fd_sc_hd__nand2_1 (19), sky130_fd_sc_hd__xnor2_1 (12)', ''),
('setup_path', 'critical_path_required', '6.48', 'ns'),
('synth', 'ys_cells', '215', ''),
('pwr', 'seq_power_share', '0', ''),
('route', 'detail_route.wl_per_cell', '14.1', 'um'),
('grt', 'groute.layer.met3.usage', '0.00157', ''),
('pwr', 'power.static_leakage', '1.34', 'nW'),
('final_layout', 'finish.utilization', '0.555', ''),
('synth', 'post_synth_inst_count', '215', ''),
('final_layout', 'drive_gt1_frac', '0.638', ''),
('route', 'vias_after_detailed_routing', '2113', ''),
('pwr', 'total_switching_power', '357', 'uW'),
('final_layout', 'sequential_cell_area', '0', 'um^2'),
('floorplanning', 'chip_area', '0.00922', 'mm^2'),
('final_layout', 'syn_to_final_growth', '102', '%'),
('setup_path', 'setup.worst_path.class', 'in2out', ''),
('final_layout', 'layout.filler_cells', '463', ''),
('floorplanning', 'io-pin-count', '23', ''),
('pwr', 'power.internal', '460', 'uW'),
('route', 'ant_nets', '0', ''),
('setup_path', 'worst-endpoint-arrival', '6.65', 'ns'),
('flow_run', 'stage_log_warnings', '36', ''),
('route', 'drt_iter0_markers', '170', ''),
('placed_design', 'port_buffers', '23', ''),
('setup_path', 'startpoint', 'data_in[2]', ''),
('synth', 'avgSynthCellArea', '7.06', 'um^2'),
('grt', 'antenna_found_initial', '0', ''),
('route', 'drt_wl_total', '5.89', 'mm'),
('final_timing', 'max_freq', '121', 'MHz'),
('grt', 'met1_track_demand_over_resource_in_global_routing', '0.185', ''),
('final_timing', 'unrepaired_setup_endpoints_after_global_routing', 'yes', ''),
('final_layout', 'final-instance-count-excl-fill', '417', ''),
('final_timing', 'setup_tns', '-1.08', 'ns'),
('pwr', 'share_clk_of_total_power', '0', ''),
('pwr', 'comb_power_share', '1.000', ''),
('setup_path', 'worstSetupEndpointType', 'output pin', ''),
('min_path', 'hold_path_startpoint', 'data_in[0]', ''),
('final_timing', 'shortest_clock_period_the_worst_path_allows_after_layout', '8.27', 'ns'),
('clock_tree', 'cts_hold_repair_buffers', '0', ''),
('grt', 'grt_start_max_net_pins', '18', ''),
('pwr', 'power.density_cell_area', '266', 'mW/mm^2'),
('synth', 'synthTopCellsByArea', 'sky130_fd_sc_hd__xnor2_1 (6.9%), sky130_fd_sc_hd__ha_1 (6.6%), sky130_fd_sc_hd__nor2_1 (5.7%)', ''),
('synth', 'largest_area_cell', 'sky130_fd_sc_hd__xnor2_1', ''),
('final_layout', 'number_of_clock_buffers_in_the_layout', '0', ''),
('floorplanning', 'rows', '27', ''),
('final_timing', 'timing.final.setup_violations', '10', ''),
('setup_path', 'setup.worst_path.start_class', 'input pin', ''),
('placed_design', 'dpl.hpwl', '4.11', 'mm'),
('grt', 'grt_most_used_layer', 'met2', ''),
('floorplanning', 'die_width', '96', 'um'),
('min_path', 'min_to', 'seg_low[4]', ''),
('synth', 'netlist-cell-type-count', '65', ''),
('synth', 'yosysChipArea', '0.00152', 'mm^2'),
('flow_run', 'cap_viol_max_count', '0', ''),
('route', 'antenna_diode_instance_count', '0', ''),
('grt', 'global_route.usage.met2', '0.197', ''),
('synth', 'top_cell', 'sky130_fd_sc_hd__nor2_1', ''),
('placed_design', 'gpl.final_weighted_congestion', '0.907', ''),
('final_layout', 'multiInputGateArea', '0.00183', 'mm^2'),
('floorplanning', 'die-height', '96', 'um');
layout make-up:
class / count / share of cell area
multi-input combinational: 194 / 0.597
timing repair buffer: 142 / 0.361
tap: 72 / 0.0293
inverter: 9 / 0.0134
how the worst max path moves through the flow:
stage / endpoint / slack, ns / cells past startpoint
CTS: seg_low[5] / -0.26 / 28
global route: seg_low[4] / -0.39 / 32
finish: seg_low[2] / -0.17 / 27
per-stage QoR:
| stage | setup WS (ns) | area (um^2) |
|---|---|---|
| floorplan | -0.512 | 1710 |
| global placement | -0.955 | 2550 |
| finish | -0.174 | 3070 |
| global route | -0.389 | 3070 |
| CTS | -0.263 | 2840 |
| detailed placement | -1.02 | 2550 |
cell families after synthesis:
family / synth area share
and+or+nand+nor: 0.342
AOI/OAI and AO/OA: 0.367
buffers and inverters: 0.0659
xor gates and xnor gates: 0.110
adders and majority gates: 0.0725
muxes: 0.0428
routing by layer:
metal	wire [um]	up-vias
li1	-	1077
met1	2850	1002
met2	2780	32
met3	229	2
met4	38	0
met5	0	-
cells in the final DEF (no fill, tap or decap), types with 4 or more instances in the layout:
master                    count
sky130_fd_sc_hd__a21oi_1      7
sky130_fd_sc_hd__a31oi_4      4
sky130_fd_sc_hd__buf_2       13
sky130_fd_sc_hd__buf_4      105
sky130_fd_sc_hd__buf_6       20
sky130_fd_sc_hd__ha_4         6
sky130_fd_sc_hd__inv_1        6
sky130_fd_sc_hd__nand2_1     12
sky130_fd_sc_hd__nand2_2      6
sky130_fd_sc_hd__nand3_1      6
sky130_fd_sc_hd__nor2_1      15
sky130_fd_sc_hd__nor2_4       5
sky130_fd_sc_hd__nor2b_1      7
sky130_fd_sc_hd__nor3_1       8
sky130_fd_sc_hd__o21ai_0      7
sky130_fd_sc_hd__or3_1        4
sky130_fd_sc_hd__xnor2_1      6
sky130_fd_sc_hd__xnor2_2      5
power groups by stage:
stage | Combinational (mW) | Clock (mW) | Sequential (mW)
final | 0.817 | 0 | 0
after global routing | 0.884 | 0 | 0
after CTS | 0.670 | 0 | 0
what timing repair did:
| action | 4_1_cts | 5_1_grt |
|---|---|---|
| gates resized | 109 | 39 |
| pin swaps | 49 | 31 |
| buffers inserted | 31 | 10 |
| endpoints found under the setup margin | 14 | 14 |
| cloned | 0 | 0 |
worst max-delay path, stage by stage:
cell                      delay, ns
sky130_fd_sc_hd__buf_6         0.07
sky130_fd_sc_hd__nand3_2       0.07
sky130_fd_sc_hd__o21ai_2       0.13
sky130_fd_sc_hd__nand2_2       0.08
sky130_fd_sc_hd__ha_4          0.22
sky130_fd_sc_hd__or3_4         0.40
sky130_fd_sc_hd__inv_8         0.07
sky130_fd_sc_hd__ha_4          0.12
sky130_fd_sc_hd__nor3b_4       0.18
sky130_fd_sc_hd__mux2_4        0.32
sky130_fd_sc_hd__a311o_1       0.29
sky130_fd_sc_hd__a221o_1       0.34
sky130_fd_sc_hd__or3_4         0.39
sky130_fd_sc_hd__and2_4        0.16
sky130_fd_sc_hd__ha_4          0.17
sky130_fd_sc_hd__a31oi_4       0.19
sky130_fd_sc_hd__a21oi_4       0.11
sky130_fd_sc_hd__xnor2_2       0.24
sky130_fd_sc_hd__ha_4          0.25
sky130_fd_sc_hd__a31oi_4       0.15
sky130_fd_sc_hd__xnor2_2       0.09
sky130_fd_sc_hd__mux2i_4       0.18
sky130_fd_sc_hd__xor2_2        0.28
sky130_fd_sc_hd__nand2_2       0.10
sky130_fd_sc_hd__buf_6         0.13
sky130_fd_sc_hd__nor3_4        0.16
sky130_fd_sc_hd__buf_2         0.13
No activity file was given, so power comes from the tool's default toggle rates.
